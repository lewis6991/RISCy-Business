**flow/run.sh**
```bash
#!/bin/bash
# OpenROAD 26Q1-2900-gdf79404cd8, Yosys 0.63+post, stock flow scripts
make -C /OpenROAD-flow-scripts/flow DESIGN_CONFIG=/design/flow/config.mk WORK_HOME=/design/flow/orfs finish
```
**flow/config.mk**
```make
export PLATFORM = sky130hd
export DESIGN_NAME = mult1
export DESIGN_NICKNAME = mult1
export VERILOG_FILES = /design/flow/design.v
export SDC_FILE = /design/flow/constraint.sdc
export NUM_CORES = 4
export LEC_CHECK = 1
export CORE_UTILIZATION = 30
```
**flow/constraint.sdc**
```tcl
current_design mult1

set clk_period 7.7
set clk_io_pct 0.2

create_clock -name clk0 -period $clk_period

set non_clock_inputs [all_inputs -no_clocks]
set_input_delay [expr $clk_period * $clk_io_pct] -clock clk0 $non_clock_inputs
set_output_delay [expr $clk_period * $clk_io_pct] -clock clk0 [all_outputs]
```
**flow/design.v**
```verilog
module mult1(
    input        [31:0] A      ,
                        B      ,
    output logic [15:0] SubOut0,
                        SubOut1,
                        SubOut2,
                        SubOut3,
                        SubOut4,
                        SubOut5,
                        SubOut6,
                        SubOut7,
                        SubOut8,
                        SubOut9,
                        SubOut10,
                        SubOut11,
                        SubOut12,
                        SubOut13,
                        SubOut14,
                        SubOut15
);
wire [7:0] a_hihi, b_hihi, a_hilo, b_hilo, a_lohi, b_lohi, a_lolo, b_lolo;
assign a_hihi = A[31:24];
assign a_hilo = A[23:16];
assign a_lohi = A[15: 8];
assign a_lolo = A[ 7: 0];
assign b_hihi = B[31:24];
assign b_hilo = B[23:16];
assign b_lohi = B[15: 8];
assign b_lolo = B[ 7: 0];
assign SubOut0  = a_hihi * b_hihi;
assign SubOut1  = a_hihi * b_hilo;
assign SubOut2  = a_hihi * b_lohi;
assign SubOut3  = a_hihi * b_lolo;
assign SubOut4  = a_hilo * b_hihi;
assign SubOut5  = a_hilo * b_hilo;
assign SubOut6  = a_hilo * b_lohi;
assign SubOut7  = a_hilo * b_lolo; 
assign SubOut8  = a_lohi * b_hihi;
assign SubOut9  = a_lohi * b_hilo;
assign SubOut10 = a_lohi * b_lohi;
assign SubOut11 = a_lohi * b_lolo;
assign SubOut12 = a_lolo * b_hihi;
assign SubOut13 = a_lolo * b_hilo;
assign SubOut14 = a_lolo * b_lohi;
assign SubOut15 = a_lolo * b_lolo;
endmodule
```
==> summary.txt <==
Notes from the flow run.

Power:
- The switching component of the power was reported as 4680 µW.
- Internal power comes to 6350 µW.
- Across the VDD grid, the largest voltage drop is 0.000157 V.
- The run puts the total power at 11,000 µW.
- The run gives the fraction of power consumed by the clock network as 0.
- Of the total power, the share spent switching nets is 0.424.
- The run gives the sequential power share as 0.
- The share of total power dissipated in combinational logic is 1.000.
- The run gives the static leakage power as 0.0241 µW.
- For this design the ratio of total power to cell area is 239 nW/µm².

Placement:
- The run puts the number of cells in the design after placement at 6,322.
- The run puts the post-detailed-placement cell area at 43,700 µm².
- The congestion estimate from routability-driven global placement came to 0.892.
- The run gives the half-perimeter wire length after placement as 78.5 mm.
- During placement, the flow inserted port buffers numbering 320.

Floorplan:
- The run gives the core footprint as 113,000 µm².
- During I/O placement, the number of pins put on the boundary was 320.
- The die covers 115,000 µm².
- According to the floorplan report, the die height is 340 µm.
- The floorplan step set the die width to 340 µm.
- The run gives the number of placement rows as 123.
- The run gives the initial core utilization as 0.303.

Cells and area:
- In the finished layout, the clock tree contains a buffer count of 0.
- The run gives the storage element area as 0 µm².
- The run puts the share of layout cells above drive strength 1 at 0.184.
- The run gives the multi-input logic area as 31,300 µm².
- The library cells used most frequently in the layout, excluding fill and tap cells, are 821 x sky130_fd_sc_hd__and2_1, 801 x sky130_fd_sc_hd__inv_1, 554 x sky130_fd_sc_hd__fa_1.
- The run gives the most instantiated logic cell after routing as sky130_fd_sc_hd__and2_1.
- The run puts the final instance area at 46,100 µm².
- In this run the layout overhead on the synthesized area is reported as 34.8%.
- The run puts the count of filler cells inserted in the layout at 10,900.
- The final report lists a non-filler cell total of 6,429.
- According to the cell report, flip-flops and latches in the layout number 0.

Global route:
- The run puts the wire length of the first global-routing pass at 161 mm.
- The run puts the number of antenna violations at the first check in global routing at 3.
- The total overflow left after global routing is 0.
- The run gives the largest net degree at the start of global routing as 33.
- The via count of the first global-routing pass is 29,900.
- The run gives the total global-route track usage as 0.182.

Timing:
- The transition time recorded at the tightest slew-check pin is 0.485 ns.
- Setup repair after global routing could not meet its margin everywhere.
- Static timing analysis puts the maximum clock frequency at 0.132 GHz.
- The run gives the hold violation count in the final report as 0.
- The run puts the final critical path time including I/O delays and setup at 7.57 ns.
- Final hold analysis gives a worst-case slack of 3.84 ns.
- The run gives the post-route clock period utilization as 0.983.
- The run puts the number of setup violations in the final report at 0.
- Checking max transition, the worst relative margin is 0.674.
- The run gives the count of pins over their slew limit as 0.
- Summed over all failing endpoints, the final setup total negative slack is 0 ns.

Synth:
- The run puts the number of unique standard cell types used by synthesis at 56.
- The share of the Yosys chip area taken by registers is 0.
- The run gives the cell count after synthesis as 4,119.
- The run puts the number of synthesis warnings at 0.
- The run puts the netlist area before placement at 34,200 µm².
- The run puts the post-synthesis cell count from yosys at 4,119.
- Dividing the synthesized area by the synthesized cell count gives 8.31 µm².
- The run puts the synthesized chip area reported by yosys at 34,200 µm².

Detailed routing:
- The run gives the average detailed-routed wire length per instance as 15.6 µm.
- The run gives the total iterations of the first detailed-routing run as 5.
- Using the TritonRoute via totals, the vias-per-cell ratio works out to 4.54.
- The run gives the final routed wirelength across all metal layers as 100 mm.
- The run puts the via total after detailed routing at 29,200.
- The run puts the count of nets left with antenna violations after detail routing at 0.
- The run puts the iteration-0 DRC count of the detailed router at 828.
- TritonRoute reported its final design rule violation total as 0.

Setup path:
- For reference, the most critical setup path is categorized as input port to primary output.
- STA classifies the critical path startpoint as an input port.
- The run puts the instance count on the critical path at 19.
- Looking at the critical path, the single cell with the biggest stage delay is sky130_fd_sc_hd__fa_1.
- In this design, the largest share of critical-path delay is due to adder cells.
- The run gives the buffer-and-inverter tally for the worst setup path as 7.
- The worst setup path is captured at a primary output.
- STA lists the maximum fanout along the critical path as 7.
- The run gives the most common cell type on the critical path as sky130_fd_sc_hd__fa_1.
- According to the timing report, the arrival time at the worst endpoint equals 6.03 ns.
- Per STA, the worst path is made up of buf_4, buf_12, buf_12, and2_1, fa_1, fa_1, fa_1, inv_2, fa_2, inv_1, ha_2, a21o_1, a21oi_2, o21ai_2, or4_4, a21oi_4, nor3_2, buf_4, clkdlybuf4s50_1.
- In this run the worst setup path begins at B[4].
- At the worst endpoint, the required time is 6.16 ns.
- The run gives the delay of the slowest cell on the worst path as 0.53 ns.

Clocking:
- The run gives the number of hold-repair buffers added at the cts stage as 0.

Min path:
- In this run the worst hold path is classified as input port to primary output.
- Along the worst hold path, the cell count comes to 3.
- The run gives the launch point of the worst hold path as B[16].
- Hold analysis lists the worst path endpoint as SubOut5[0].

Flow run:
- The tool flagged a number of max-cap violations equal to 0.
- The run puts the total tool warning count at 34.

Outcome:
- The run finished with clean final reports.
## power groups by stage
stage	sequential [µW]	combinational (µW)	clock (µW)
final	0	11000	0.0000169
after global routing	0	12400	0
after CTS	0	10900	0
## per-stage QoR
stage / util / setup WS, ns
2_1_floorplan: - / 0.767
3_3_place_gp: 0.388 / -0.429
3_5_place_dp: 0.388 / -0.391
4_1_cts: 0.402 / -0.0935
5_1_grt: 0.409 / -0.00952
6_report: 0.409 / 0.131
## per-layer routing
metal | GRT usage | vias to the layer above | wire [µm]
met1 | 0.247 | 14000 | 43600
met4 | 0.0328 | 2 | 2230
met2 | 0.298 | 646 | 47500
li1 | - | 14400 | -
met5 | 0 | - | 8
met3 | 0.0496 | 74 | 6740
## cells in the mapped netlist (41+ instances only)
master                       n  area share
sky130_fd_sc_hd__fa_1      576        0.34
sky130_fd_sc_hd__a211oi_1   41      0.0090
sky130_fd_sc_hd__xor2_1     43       0.011
sky130_fd_sc_hd__nor3_1     44      0.0064
sky130_fd_sc_hd__and2_1    834        0.15
sky130_fd_sc_hd__nand2_1   256       0.028
sky130_fd_sc_hd__o21ai_0   111       0.016
sky130_fd_sc_hd__xnor2_1    86       0.022
sky130_fd_sc_hd__inv_1     811       0.089
sky130_fd_sc_hd__clkbuf_1  192       0.021
sky130_fd_sc_hd__a21oi_1   107       0.016
sky130_fd_sc_hd__nor2_1    135       0.015
sky130_fd_sc_hd__o21a_1     43      0.0094
sky130_fd_sc_hd__ha_1      576        0.21
## area by class of cell
class,count,area share
Timing Repair Buffer,999,0.214
Inverter,811,0.0660
Antenna cell,3,0.000163
Tap cell,1500,0.0407
Multi-Input combinational cell,3116,0.679
## kinds of logic after synthesis
kind of cell | synth area share
and+or+nand+nor | 0.224
adders and majority gates | 0.547
buffers and inverters | 0.110
AOI/OAI and AO/OA | 0.0846
xor gates and xnor gates | 0.0330
muxes | 0.000585
## tightest hold or removal path: stages
cell	delay (ns)
sky130_fd_sc_hd__buf_2	0.18
sky130_fd_sc_hd__and2_1	0.18
sky130_fd_sc_hd__clkdlybuf4s50_1	0.39
## how the worst max path moves through the flow
stage                  to  slack [ns]
CTS           SubOut0[13]       -0.09
global route  SubOut0[13]       -0.01
finish        SubOut3[15]        0.13
## timing repair
item,in CTS,in global routing
setup endpoints to repair,104,90
setup buffers,49,32
pin swaps,92,131
resized,266,227
gates cloned,23,6
Power figures rest on the tool's default switching activity, not on a simulated workload.
