**./config.mk**
```make
export PLATFORM = sky130hd
export DESIGN_NAME = MEM
export DESIGN_NICKNAME = MEM
export VERILOG_FILES = /design/flow/design.v
export SDC_FILE = /design/flow/constraint.sdc
export NUM_CORES = 4
export LEC_CHECK = 1
export CORE_UTILIZATION = 40
```
**./constraint.sdc**
```tcl
current_design MEM

set clk_period 31.3
set clk_io_pct 0.2

create_clock -name clk0 -period $clk_period [get_ports {Clock}]

set non_clock_inputs [all_inputs -no_clocks]
set_input_delay [expr $clk_period * $clk_io_pct] -clock clk0 $non_clock_inputs
set_output_delay [expr $clk_period * $clk_io_pct] -clock clk0 [all_outputs]
```
**./design.v**
```verilog
module MEM(
    input               Clock       ,
                        nReset      ,
                        ALUC        ,
                        ALUZ        ,
                        ALUO        ,
                        ALUN        ,
                        ACCEn       ,
                        MULOp       ,
    input        [31:0] ALUIn       ,  
    input        [63:0] MULIn       ,  
    input        [ 5:0] Func        ,
    input        [ 2:0] MemfuncIn   ,
    input        [31:0] RtDataIn    ,
    output logic        WriteL      ,
                        WriteR      ,
                        C           ,  
                        Z           ,  
                        O           ,  
                        N           ,   
    output logic [31:0] MemWriteData,
                        Out         
);
    wire [31:0] ACCout;
    wire [63:0] in;
    wire ACCO;
    wire ACCZ;
    wire ACCN;
    wire ACCC;
    assign in = MULOp ? MULIn : ALUIn;
    acc_control acc_control0 (
        .Clock   (Clock ),
        .nReset  (nReset),
        .ACCEn   (ACCEn ),
        .MULfunc (Func  ),
        .In      (in    ),
        .Out     (ACCout),
        .C       (ACCC  ),  
        .Z       (ACCZ  ),  
        .O       (ACCO  ),  
        .N       (ACCN  )   
    );
    assign Out = ACCEn ? ACCout : in[31:0];
    assign C = ACCEn ? ACCC : ALUC;
    assign Z = ACCEn ? ACCZ : ALUZ;
    assign O = ACCEn ? ACCO : ALUO;
    assign N = ACCEn ? ACCN : ALUN;
    always_comb
    begin
        WriteL = MemfuncIn == 3'b010;
        WriteR = MemfuncIn == 3'b110;
        case(MemfuncIn)
            3'b000          : MemWriteData = $signed(RtDataIn[ 7:0]);
            3'b001          : MemWriteData = $signed(RtDataIn[15:0]);
            3'b011, 3'b010, 3'b110: MemWriteData = RtDataIn;
            default      : MemWriteData = RtDataIn;
        endcase
    end
endmodule
module acc_control(
    input               Clock  ,
                        nReset ,
                        ACCEn  ,
    input        [ 5:0] MULfunc,
    input        [63:0] In     ,
    output logic [31:0] Out    ,
    output logic        C      ,  
                        Z      ,  
                        O      ,  
                        N         
);
    logic [63:0] ACCin;
    logic [63:0] ACCout;
    always_ff@(posedge Clock, negedge nReset)
        if (~nReset)
            ACCout <= 64'd0;
        else
            ACCout <= #1 ACCin;
    always_comb
    begin
        Out   = 0         ;
        ACCin = ACCout    ;
        Z     = ACCin == 0;
        O     = 0         ;
        N     = ACCin[63] ;
        C     = 0         ;
        if (ACCEn)
            case (MULfunc)
                6'b000000:
                begin
                    {C, ACCin} = ACCout + In;
                    if (ACCout[63] == In[63])
                        O = (ACCout[63] ^ N);
                end
                6'b000001:
                begin
                    {C, ACCin} = ACCout + In;
                    O = C;
                end
                6'b000100:
                begin
                    {C, ACCin} = ACCout - In;
                    if (ACCout[63] == In[63])
                        O = (ACCout[63] ^ N);
                end
                6'b000101:
                begin
                    {C, ACCin} = ACCout - In;
                    O = C;
                end
                6'b010000:  Out = ACCout[63:32];
                6'b010010:  Out = ACCout[31: 0];
                6'b010001:  ACCin[63:32] = In;
                6'b010011:  ACCin[31: 0] = In;
                6'b011000,
                6'b011001: ACCin = In;
            endcase
    end
endmodule
```
**./run.sh**
```bash
#!/bin/bash
# OpenROAD 26Q1-2900-gdf79404cd8, Yosys 0.63+post, stock flow scripts
make -C /OpenROAD-flow-scripts/flow DESIGN_CONFIG=/design/flow/config.mk WORK_HOME=/design/flow/orfs finish
```
==> results_dict.tcl <==
# place-and-route summary
set metrics [dict create \
    status "completed" \
    postCtsHoldBufs 0 \
    top_area_cell "ha_1" \
    io_buffers 200 \
    top_area_share_pct 12.89 \
    post_drt_wl_per_cell_um 27.06 \
    grt_pass1_vias 15397 \
    pre_cts_ws_ns 13.85 \
    syn_inst 1953 \
    insertion_delay_ns 0.38 \
    maxCapViolCount 0 \
    yosys_area_um2 13400 \
    dpl.hpwl_mm 52.67 \
    slew_viol_final 0 \
    critPathSlowestCell "o41ai_2" \
    ios 215 \
    place_inst 2490 \
    p_per_area_nw_per_um2 89.68 \
    antenna_cells 0 \
    stdcell_area_um2 15970 \
    hp-class "flip-flop to flip-flop" \
    min_from "acc_control0.ACCout[21]" \
    gp_congestion 1.074 \
    required_ns 25.04 \
    syn_area_um2 13400 \
    finalNonFillerCells 2506 \
    cp-end-kind "output pin" \
    setup_viol 0 \
    p_total_mw 1.432 \
    cts_setup_buffers 0 \
    grt_usage_pct 40.08 \
    cts_tree "done" \
    die_x_um 185.0 \
    placed_area_um2 15650 \
    p_leak_nw 6.698 \
    yosys.cell_types.count 97 \
    grt_first_pass_wirelength_mm 99.48 \
    tightest_slew_ns 0.9123 \
    coreArea_um2 32780 \
    drive_gt1_share_pct 5.572 \
    final_util_pct 48.72 \
    antenna_found_initial 4 \
    cts_htree_levels 3 \
    fin_crit_sh_pct 56.22 \
    arrival_ns 11.34 \
    fp-row-count 66 \
    crit_top_cell "buf_4" \
    ys_seq_share_pct 11.95 \
    syn_to_final_growth_pct 19.19 \
    yosys_register_bits 64 \
    cts_resized 0 \
    async_reset_ff_share_pct 100.0 \
    clock_sinks 64 \
    r2r_start "acc_control0.ACCout[0]" \
    yosysCellCount 1953 \
    tool_warnings 98 \
    r2r_slack_ns 26.76 \
    critPathLaunchType "input pin" \
    cts.root.buffer_cell "clkbuf_16" \
    peakVddDrop_uv 45.79 \
    path_clk_slew_ns 0.05 \
    ys_warn_count 2 \
    overflow 0 \
    fin_ws_ns 13.70 \
    antenna_left 0 \
    path_cells "buf_4 > buf_4 > mux2_2 > inv_1 > ha_1 > nor4_1 > nand2_1 > o41ai_2 > a31o_2 > a31oi_1 > nor3_1 > o311ai_1 > a21oi_1 > clkdlybuf4s50_1" \
    initCoreUtil_pct 40.87 \
    holdWs_ns 0.5863 \
    die_height_um 185.0 \
    syn_area_per_cell_um2 6.861 \
    clock_skew_ns 0.01587 \
    hold_end "acc_control0.ACCout[21]" \
    fmax_ghz 0.05682 \
    cts_buffers 9 \
    vias_per_cell 6.644 \
    regMostFlops "acc_control0.ACCout" \
    flop_cell "dfrtp_1" \
    rr_endpoint "acc_control0.ACCout[62]" \
    edf_count 0 \
    setup-tns-final_ns 0 \
    fin_crit_ns 17.60 \
    drc 0 \
    grt_max_degree 68 \
    crit_fanout 36 \
    vias 16650 \
    clockBufferDepth 2 \
    drtIter0Drc 1728 \
    relSlewSlack_pct 38.71 \
    largest_registers "acc_control0.ACCout: 64 flops" \
    drt_pre_antenna_iters 8 \
    reg2regPathDepth 14 \
    topCellsByArea "ha_1 13%, dfrtp_1 12%, a21oi_1 8.6%, o21ai_0 5.3%, nand2_1 5.2%" \
    largest_reg_flops 64 \
    finalWirelength_mm 67.82 \
    rsz0062_at_grt "false" \
    die_area_um2 34240 \
    slowest_delay_ns 0.63 \
    worstHoldPathCells 2 \
    timing_worst_setup_path_type "input pin to output pin" \
    timing.final.hold_violations 0 \
]
layout make-up:
type / instances / area [um^2]
fill: 3310 / 16810
multi-input combinational: 1593 / 10660
timing repair buffer: 232 / 2237
sequential: 64 / 1602
inverter: 159 / 596.8
tap: 442 / 553.0
clock buffer: 11 / 242.7
clock inverter: 5 / 80.08
per-layer routing:
metal / part of all wire, % / vias to the layer above / track usage [%]
li1: - / 7546 / -
met1: 43 / 8078 / 57.00
met2: 43 / 834 / 59.65
met3: 9.3 / 184 / 8.978
met4: 4.4 / 8 / 14.48
met5: 0.078 / - / 0
synth_stat cells, types with 28 or more instances:
library cell    n
a21oi_1       229
nand2_1       186
inv_1         157
nor2_1        144
o21ai_0       143
ha_1          138
clkbuf_1       94
dfrtp_1        64
a221oi_1       53
nor3_1         47
nand4_1        40
o21bai_1       37
o22ai_1        37
xnor2_1        36
nor4_1         35
nand3_1        33
a21o_1         31
a31oi_1        30
mux2i_1        30
buf_2          28
cell families after synthesis:
| logic type | synth area share [%] |
|---|---|
| buf+inv | 8.805 |
| mux | 3.165 |
| flops | 11.95 |
| fa+ha+maj | 13.18 |
| simple gates | 20.73 |
| compound gates | 39.68 |
| xor+xnor | 2.484 |
power by group:
part	switching [mW]	internal [mW]
clock network	0.0503	0.0720
registers	0.0986	0.121
logic	0.698	0.392
total	0.847	0.585
cells in the final DEF (no fill, tap or decap), types with 46 or more instances in the layout:
| cell | Yosys | layout |
|---|---|---|
| ha_1 | 138 | 138 |
| nor3_1 | 47 | 46 |
| a21oi_1 | 229 | 229 |
| dfrtp_1 | 64 | 64 |
| inv_1 | 157 | 156 |
| a221oi_1 | 53 | 53 |
| clkdlybuf4s50_1 | 0 | 198 |
| nor2_1 | 144 | 142 |
| o21ai_0 | 143 | 143 |
| nand2_1 | 186 | 185 |
worst max-delay path, delay by kind of cell:
family                   cells  cell delay (ns)
multiplexers                 1             0.47
adder cells (fa/ha/maj)      1             0.40
buffers and inverters        4             1.55
AND-OR/OR-AND                5             1.59
AND/OR/NAND/NOR              3             0.97
worst max-delay path by stage:
stage,to,startpoint,slack [ns],cells past startpoint
finish,C,MULOp,13.70,14
global route,C,MULOp,13.44,14
CTS,C,MULOp,13.83,14
Power and IR drop assume default switching activity.
