$ cat design/flow/design.v
module DEC(
    input                Clock       ,
                         nReset      ,
                         RegWriteIn  ,
    input        [31:0]  Instruction ,
                         RData       ,
    input        [ 4:0]  RAddrIn     ,
    output logic [31:0]  ImmData     ,
                         RsData      ,
                         RtData      ,
    input        [ 4:0]  RegAddr     ,
    output logic [31:0]  RegData     ,
    output logic [15:0]  Offset      ,
    output logic [ 4:0]  RAddrOut    ,
                         RsAddr      ,
                         RtAddr      ,
                         Shamt       ,
    output logic         Branch      ,
                         Jump        ,
                         MemRead     ,
                         MemtoReg    ,
                         MULOp       ,
                         MemWrite    ,
                         ALUSrc      ,
                         RegJump     ,
                         RegWriteOut ,
                         ACCEn       ,
                         ALUEn       ,
                         MULSelB     ,
    output logic [ 5:0]  ALUfunc     ,
    output logic [ 2:0]  Memfunc     ,
                         BrCode      ,
    output logic [ 1:0]  OutSel
);
wire        shiftsel  ,
            unsgnsel  ,
            immsize   ;
wire [1:0]  regdst    ;
wire [4:0]  raddrinstr;
wire        zeroImm   ;
wire        aluSrc    ;
wire [5:0]  func      ;
wire [15:0] offset    ;
logic signed [31:0] signed_offset;
assign Shamt  = Instruction[10: 6];
assign RsAddr = Instruction[25:21];
assign RtAddr = Instruction[20:16];
assign BrCode = Instruction[28:26];
assign offset = Instruction[15: 0];
assign func   = Instruction[ 5: 0];
assign Offset = offset;
assign ALUSrc = zeroImm | aluSrc;
decoder dec0 (
    .RegDst  (regdst            ),
    .Branch  (Branch            ),
    .ZeroImm (zeroImm           ),
    .Jump    (Jump              ),
    .MemRead (MemRead           ),
    .MemtoReg(MemtoReg          ),
    .MULOp   (MULOp             ),
    .MemWrite(MemWrite          ),
    .ALUSrc  (aluSrc            ),
    .RegJump (RegJump           ),
    .RegWrite(RegWriteOut       ),
    .ShiftSel(shiftsel          ),
    .ImmSize (immsize           ),
    .Unsgnsel(unsgnsel          ),
    .ACCEn   (ACCEn             ),
    .MULSelB (MULSelB           ),
    .OutSel  (OutSel            ),
    .FuncOut (ALUfunc           ),
    .MemFunc (Memfunc           ),
    .OpCode  (Instruction[31:26]),
    .FuncIn  (func              ),
    .BrLink  (RtAddr[4]         ),
    .ALUEn   (ALUEn             )
);
registers reg0(
    .Clock   (Clock     ),
    .nReset  (nReset    ),
    .RegAddr (RegAddr   ),
    .RegData (RegData   ),
    .RegWrite(RegWriteIn),
    .RdAddr  (RAddrIn   ),
    .RsAddr  (RsAddr    ),
    .RtAddr  (RtAddr    ),
    .RdData  (RData     ),
    .RsData  (RsData    ),
    .RtData  (RtData    )
);
assign signed_offset = $signed(offset);
assign ImmData = zeroImm  ? 32'd0             :
                 immsize  ? Instruction[25:0] :
                 shiftsel ? {offset, 16'd0}   :
                 unsgnsel ? offset            :
                            signed_offset     ;
assign raddrinstr = regdst[0] ? Instruction[15:11] : RtAddr;
assign RAddrOut = regdst[1] ? 5'd31 : raddrinstr;
endmodule
module decoder(
    input        [5:0] OpCode  ,
                       FuncIn  ,
    input              BrLink  ,
    output logic [5:0] FuncOut ,
    output logic [2:0] MemFunc ,
    output logic [1:0] OutSel  ,
                       RegDst  ,
    output logic       Branch  ,
                       ZeroImm ,
                       Jump    ,
                       MemRead ,
                       MemtoReg,
                       MULOp   ,
                       MemWrite,
                       ALUSrc  ,
                       RegJump  ,
                       RegWrite,
                       ShiftSel,
                       ImmSize ,
                       Unsgnsel,
                       ACCEn   ,
                       MULSelB ,
                       ALUEn
);
assign ALUEn = (OpCode == 0);
    always_comb
    begin
        RegDst   = 2'd0;
        Branch   = 1'b0;
        Jump     = 1'b0;
        MemRead  = 1'b0;
        MemtoReg = 1'b0;
        MULOp    = 1'b0;
        MemWrite = 1'b0;
        ALUSrc   = 1'b0;
        RegWrite = 1'b0;
        ShiftSel = 1'b0;
        ImmSize  = 1'b0;
        Unsgnsel = 1'b0;
        MemFunc  = 3'd0;
        RegJump  = 1'b0;
        ZeroImm  = 1'b0;
        ACCEn    = 1'b0;
        MULSelB  = 1'b0;
        OutSel   = 2'd0;
        FuncOut = FuncIn;
        case(OpCode)
            6'b000000:
                case(FuncIn)
                    6'b100000 , 6'b100001, 6'b100010 , 6'b100011, 6'b000000 ,
                    6'b000100, 6'b000011 , 6'b000111, 6'b000010 , 6'b000110,
                    6'b100100 , 6'b100111 , 6'b100101  , 6'b100110 , 6'b101010 ,
                    6'b101011:
                    begin
                        RegDst   = 2'b01;
                        RegWrite = 1'b1 ;
                    end
                    6'b001011, 6'b001010:
                        RegDst  = 2'b01;
                    6'b010000, 6'b010010:
                    begin
                        RegDst   = 2'b01;
                        RegWrite = 1'b1 ;
                        ACCEn    = 1'b1 ;
                        OutSel   = 2'b10;
                    end
                    6'b011000, 6'b011001:
                    begin
                        ACCEn   = 1'b1 ;
                        MULSelB = 1'b1 ;
                        OutSel  = 2'b10;
                        MULOp   = 1'b1 ;
                    end
                    6'b010001, 6'b010011:
                    begin
                        ACCEn  = 1'b1 ;
                        OutSel = 2'b10;
                    end
                    6'b001001:
                    begin
                        RegDst   = 2'b01;
                        Jump     = 1'b1 ;
                        RegWrite = 1'b1 ;
                        RegJump = 1'b1;
                        OutSel   = 2'b01;
                    end
                    6'b001000:
                    begin
                        Jump   = 1'b1 ;
                        RegJump = 1'b1;
                        OutSel = 2'b01;
                    end
                endcase
            6'b000001:
            begin
                FuncOut = 6'b100010;
                Branch  = 1'b1;
                ZeroImm = 1'b1;
                OutSel  = 2'b01;
                if (BrLink)
                begin
                    RegWrite = 1'b1 ;
                    RegDst   = 2'b10;
                end
            end
            6'b011100:
            begin
                MULOp  = 1'b1 ;
                OutSel = 2'b10;
                case (FuncIn)
                    6'b100001, 6'b100000:
                    begin
                        RegDst   = 2'b01;
                        RegWrite = 1'b1 ;
                    end
                    6'b000010:
                    begin
                        RegDst   = 2'b01;
                        RegWrite = 1'b1 ;
                        MULSelB  = 1'b1 ;
                    end
                    6'b000000, 6'b000001, 6'b000100, 6'b000101:
                    begin
                        ACCEn   = 1'b1;
                        MULSelB = 1'b1;
                    end
                endcase
            end
            6'b001000:
            begin
                FuncOut  = 6'b100000;
                ALUSrc   = 1'b1;
                RegWrite = 1'b1;
            end
            6'b001001:
            begin
                FuncOut  = 6'b100001;
                ALUSrc   = 1'b1 ;
                RegWrite = 1'b1 ;
            end
            6'b001111:
            begin
                FuncOut  = 6'b100000;
                ALUSrc   = 1'b1;
                RegWrite = 1'b1;
                ShiftSel = 1'b1;
            end
            6'b001100:
            begin
                FuncOut  = 6'b100100;
                ALUSrc   = 1'b1;
                RegWrite = 1'b1;
                Unsgnsel = 1'b1;
            end
            6'b001101:
            begin
                FuncOut  = 6'b100101 ;
                ALUSrc   = 1'b1;
                RegWrite = 1'b1;
                Unsgnsel = 1'b1;
            end
            6'b001110:
            begin
                FuncOut  = 6'b100110;
                ALUSrc   = 1'b1;
                RegWrite = 1'b1;
                Unsgnsel = 1'b1;
            end
            6'b001010:
            begin
                FuncOut  = 6'b101010;
                ALUSrc   = 1'b1;
                RegWrite = 1'b1;
            end
            6'b001011:
            begin
                FuncOut  = 6'b101011;
                ALUSrc   = 1'b1 ;
                RegWrite = 1'b1 ;
                Unsgnsel = 1'b1 ;
            end
            6'b000110, 6'b000111:
            begin
                FuncOut = 6'b100010 ;
                Branch  = 1'b1 ;
                ZeroImm = 1'b1 ;
                OutSel  = 2'b01;
            end
            6'b000100, 6'b000101:
            begin
                FuncOut = 6'b100010 ;
                Branch  = 1'b1 ;
                OutSel  = 2'b01;
            end
            6'b000010:
            begin
                Jump    = 1'b1 ;
                ImmSize = 1'b1 ;
                OutSel  = 2'b01;
            end
            6'b000011:
            begin
                RegDst   = 2'b10;
                Jump     = 1'b1 ;
                ImmSize  = 1'b1 ;
                RegWrite = 1'b1 ;
                OutSel   = 2'b01;
            end
            6'b100000, 6'b100100, 6'b100001, 6'b100101, 6'b100011, 6'b100010, 6'b100110:
            begin
                FuncOut  = 6'b100000       ;
                MemFunc  = OpCode[2:0];
                ALUSrc   = 1'b1       ;
                MemRead  = 1'b1       ;
                MemtoReg = 1'b1       ;
                RegWrite = 1'b1       ;
            end
            6'b101000 , 6'b101001, 6'b101011, 6'b101010, 6'b101110:
            begin
                FuncOut  = 6'b100000       ;
                MemFunc  = OpCode[2:0];
                ALUSrc   = 1'b1       ;
                MemWrite = 1'b1       ;
            end
            6'b110000:
            begin
                FuncOut  = 6'b100000       ;
                MemFunc  = 3'b011        ;
                ALUSrc   = 1'b1       ;
                MemRead  = 1'b1       ;
                MemtoReg = 1'b1       ;
                RegWrite = 1'b1       ;
            end
            6'b111000:
            begin
                FuncOut  = 6'b100000       ;
                MemFunc  = OpCode[5:3];
                ALUSrc   = 1'b1       ;
                MemRead  = 1'b1       ;
                MemtoReg = 1'b1       ;
                RegWrite = 1'b1       ;
            end
        endcase
    end
endmodule
module registers(
    input               Clock   ,
                        nReset  ,
                        RegWrite,
    input        [ 4:0] RdAddr  ,
                        RsAddr  ,
                        RtAddr  ,
                        RegAddr ,
    output logic [31:0] RegData ,
    input        [31:0] RdData  ,
    output logic [31:0] RsData  ,
                        RtData
);
    logic [31:0] data[1:31];  
always_ff @ (posedge Clock, negedge nReset)
    if (~nReset)
        for (int k = 1; k < 32; k++)
            data[k] <= 0;
    else if (RegWrite && RdAddr != 0)
        data[RdAddr] <= #1 RdData;
always_comb
begin
    RsData  <= #1 (RsAddr  == 0) ? 0 : data[ RsAddr];
    RtData  <= #1 (RtAddr  == 0) ? 0 : data[ RtAddr];
    RegData <= #1 (RegAddr == 0) ? 0 : data[RegAddr];
end
endmodule
$ cat design/flow/run.sh
#!/bin/bash
# OpenROAD 26Q1-2900-gdf79404cd8, Yosys 0.63+post, stock flow scripts
make -C /OpenROAD-flow-scripts/flow DESIGN_CONFIG=/design/flow/config.mk WORK_HOME=/design/flow/orfs finish
$ cat design/flow/config.mk
export PLATFORM = sky130hd
export DESIGN_NAME = DEC
export DESIGN_NICKNAME = DEC
export VERILOG_FILES = /design/flow/design.v
export SDC_FILE = /design/flow/constraint.sdc
export NUM_CORES = 4
export LEC_CHECK = 1
export CORE_UTILIZATION = 40
$ cat design/flow/constraint.sdc
current_design DEC

set clk_period 6.3
set clk_io_pct 0.2

create_clock -name clk0 -period $clk_period [get_ports {Clock}]

set non_clock_inputs [all_inputs -no_clocks]
set_input_delay [expr $clk_period * $clk_io_pct] -clock clk0 $non_clock_inputs
set_output_delay [expr $clk_period * $clk_io_pct] -clock clk0 [all_outputs]
==> reports/results.env <==
GLOBALROUTETOTALUTIL_PCT=59.0
CORE_AREA_UM2=141000
SETUP.WORST_PATH.END_CLASS='output port'
SYN_AREA_PER_CELL_UM2=10.5
ANTENNA_FOUND_INITIAL=40
TOP_REGISTER='reg0.data'
CORE_UTIL_FLOORPLAN_PCT=40.3
DETAILEDPLACEMENTHPWL_UM=254000
R2R_CELLS=1
MAX_FREQ_MHz=159
FINISH.CELL_COUNT_WITHOUT_FILLERS=7697
YOSYSWARNINGCOUNT=3
TOTAL_LEAKAGE_POWER_nW=28.7
POST-ROUTE-PERIOD-UTIL_PCT=100
WORST_SLACK_PS=-7.52
SYN-CELL-AREA_UM2=56900
DETAIL_ROUTE.VIAS_PER_CELL=7.87
HOLD-WORST-SLACK_PS=474
CLOCK_TREE.BUFFER_DEPTH=3
POWER.DENSITY_CELL_AREA_nW_PER_UM2=294
POSTSYNTHREGISTERBITS=992
MOSTFREQUENTLAYOUTCELL='a22oi_1'
CRITICAL_PATH_ARRIVAL_PS=5050
HTREEDEPTH=3
FINAL_LAYOUT_TOP_LOGIC_CELLS='a22oi_1, mux2_2, dfrtp_1'
ROUTABILITYCONGESTION=1.10
NUMBER_OF_PORT_BUFFERS=266
SYNTH.TOP_CELLS.BY_AREA='dfrtp_1, mux2_2, a22oi_1'
DRT_FIRST_ITER_VIOLATIONS=8827
SETUP_REPAIR_AFTER_GLOBAL_ROUTING_MISSED_ITS_MARGIN='no'
CHIP_AREA_UM2=144000
TIMING.REG2REG.SETUP_SLACK_PS=5210
LARGEST_AREA_CELL='dfrtp_1'
VIAS=60600
TIMING.CRITICAL_PATH.FANOUT_MAX=23
TIGHTESTPINTRANSITION_PS=1210
WORST-ENDPOINT-REQUIRED_PS=5040
PEAKVDDDROP_uV=278
YOSYS-STAT-CELLS=5427
GLOBALROUTE.TOTALOVERFLOW=0
LARGEST_REGISTER_FF_COUNT=992
YOSYSCHIPAREA_UM2=56900
CTS_TREE='yes'
SYNTH_ASYNC_SR_FLOP_SHARE_PCT=100
CLOCK_SINK_COUNT=992
POST_SYNTH_NUM_CELL_TYPES=66
HOLD_BUF_CTS=0
CLK_PIN_SLEW_PS=70
CRITPATHKIND='in2out'
MAXIMUM_NUMBER_OF_PINS_ON_ONE_NET_BEFORE_GLOBAL_ROUTE_REPAIR=117
POST_SYNTH_INST_COUNT=5427
WORSTSETUPSTARTPOINTTYPE='input port'
N_FILL_CELL=12900
OUTCOME='finished with violations'
CLKLATENCYLATEPIN_PS=760
FINALSETUPVIOLATIONS=1
CTS_INSERTED_BUFFERS=113
FINALHOLDVIOLCOUNT=0
CRIT-REG2REG-CAPTURE='reg0.data[12][5]'
LARGEST_REGISTERS='reg0.data (992)'
FLOORPLAN.DIE.WIDTH_UM=379
WL_PER_CELL_UM=53.5
SYN_TO_FINAL_GROWTH_PCT=20.6
DETAIL-ROUTE-ANTENNA-NETS=2
IOS=267
FAILING_CHECKS='antenna rules, setup timing'
VIAS_IN_THE_FIRST_GLOBAL_ROUTE=57300
FINAL_LAYOUT_SIZE_SUFFIX_GT1_SHARE_PCT=31.1
FINAL.MIN_CLOCK_PERIOD_PS=6310
NUMBER_OF_ENABLE_TYPE_REGISTER_CELLS_IN_THE_SYNTHESIZED_NETLIST=0
CAP_VIOL_MAX_COUNT=0
SYNTHFLOPTYPE='dfrtp_1'
STAGE_LOG_WARNINGS=46
YS_SEQ_SHARE_PCT=43.6
TOTALNEGATIVESETUPSLACK_PS=-7.52
SYNTH_TOP_AREA_SHARE_PCT=43.6
DIE_Y_UM=379
WORST_HOLD_PATH_TYPE='in2async'
ROUTE.DETAILED.DRC=0
ROWS=138
CLOCK-SKEW-FINAL_PS=0
CTS-ROOT-BUF='clkbuf_16'
REGTOREGSTARTPOINT='reg0.data[12][5]'
FIN_TOTAL_PWR_W=0.0201
DRT-PASS1-ITER-COUNT=10
SLEW_HEADROOM_PCT=18.9
DP_WORST_SETUP_SLACK_PS=23.4
GRT_PASS1_WL_UM=539000
FINALMAXSLEWVIOLATIONS=0
TOTALWIRELENGTH_UM=412000
PLACE_INST=7436
## metal layers
metal	vias up	routed length, um	track usage (%)
li1	21700	-	-
met1	30200	142000	70.2
met2	6400	157000	73.9
met3	2216	75100	43.0
met4	74	36400	38.5
met5	-	1410	7.07
## worst max path at each step
stage,startpoint,endpoint,slack [ps],depth (start not counted)
6_report,Instruction[19],RtData[28],-8,10
5_1_grt,RegAddr[2],RegData[4],150,9
4_1_cts,Instruction[18],RtData[28],20,10
## stage by stage
stage               instance area (um^2)  utilization [%]
floorplan                          56900                -
global placement                   64500             45.6
detailed placement                 64500             45.6
CTS                                68500             48.5
global route                       68500             48.5
finish                             68600             48.6
## repair_timing
action,4_1_cts,5_1_grt
setup buffers,0,0
resized,0,1
endpoints found under the setup margin,0,1
## synthesized netlist by cell type (all sizes together), types with 10 or more instances
cell and count:
a22oi 1211, mux2 1005, dfrtp 992, nand2 321, buf 311, clkbuf 278
a21oi 237, nor2 221, nand4 164, nor3 103, nand3 91, o21ai 59
a222oi 53, nor4 44, nor2b 35, a31oi 26, nand2b 26, a32oi 23
a22o 20, inv 18, a221oi 16, and2 15, a2111oi 13, mux2i 13
and3 12, or2 11, nand3b 10, o221a 10
## area by class of cell
type	instances	area [um^2]	area share, %
timing repair buffer	708	7160	10.4
clock buffer	152	3200	4.66
clock inverter	56	817	1.19
sequential	992	24800	36.2
multi-input combinational	3828	30100	43.8
inverter	18	67.6	0.0985
antenna	53	133	0.193
tap	1890	2360	3.45
## critical path, stage by stage
cell and delay, ps:
buf_2 570, nand3b_1 520, nor2_4 940, buf_12 260, a22oi_1 80, nand2_1 120, nor3_1 60, a21oi_1 510
buf_4 210, clkdlybuf4s50_1 440
## cell families after synthesis
family	Yosys count	synth area share (%)
flops	992	43.6
simple gates	1084	9.37
buf+inv	607	4.89
xor+xnor	1	0.0154
mux	1018	20.1
compound gates	1725	22.0
## power by group
part           total, W  switching, W  internal (W)
clock network   0.00724       0.00302       0.00422
registers       0.00952       0.00192       0.00760
logic           0.00338       0.00171       0.00167
Power and IR drop assume default switching activity.
